`flow/run.sh`:
```
#!/bin/bash
# OpenROAD 26Q1-2900-gdf79404cd8, Yosys 0.63+post, stock flow scripts
make -C /OpenROAD-flow-scripts/flow DESIGN_CONFIG=/design/flow/config.mk WORK_HOME=/design/flow/orfs finish
```
`flow/config.mk`:
```
export PLATFORM = sky130hd
export DESIGN_NAME = ID_X
export DESIGN_NICKNAME = ID_X
export VERILOG_FILES = /design/flow/design.v
export SDC_FILE = /design/flow/constraint.sdc
export NUM_CORES = 4
export LEC_CHECK = 1
export CORE_AREA = 10 10 212 212
export DIE_AREA = 0 0 222 222
```
`flow/constraint.sdc`:
```
current_design ID_X

set clk_period 1.0
set clk_io_pct 0.2

create_clock -name clk0 -period $clk_period [get_ports {clk}]

set non_clock_inputs [all_inputs -no_clocks]
set_input_delay [expr $clk_period * $clk_io_pct] -clock clk0 $non_clock_inputs
set_output_delay [expr $clk_period * $clk_io_pct] -clock clk0 [all_outputs]
```
`flow/design.v`:
```
`timescale 1ns / 1ps
module ID_X (
    input  logic        clk, rst,
    input  logic        RegWriteD,         
    input  logic [1:0]  ResultSrcD,        
    input  logic [2:0]  MemWriteD,         
    input  logic [2:0]  MemReadD,          
    input  logic        JumpD,             
    input  logic        BranchD,           
    input  logic [4:0]  AluControlD,       
    input  logic        mux2D,             
    input  logic        mux3D,             
    input  logic        mux4D,             
    input  logic [31:0] RD1D,              
    input  logic [31:0] RD2D,              
    input  logic [31:0] PCD,               
    input  logic [4:0]  RS1D,              
    input  logic [4:0]  RS2D,              
    input  logic [4:0]  RdD,               
    input  logic [31:0] ExTimmD,           
    input  logic [31:0] PcPlus4D,          
    input  logic        FlushE,            
    output logic        RegWriteE,         
    output logic [1:0]  ResultSrcE,        
    output logic [2:0]  MemWriteE,         
    output logic [2:0]  MemReadE,          
    output logic        JumpE,             
    output logic        BranchE,           
    output logic [4:0]  AluControlE,       
    output logic        mux2E,             
    output logic        mux3E,             
    output logic        mux4E,             
    output logic [31:0] RD1E,              
    output logic [31:0] RD2E,              
    output logic [31:0] PCE,               
    output logic [4:0]  RS1E,              
    output logic [4:0]  RS2E,              
    output logic [4:0]  RdE,               
    output logic [31:0] ExTimmE,           
    output logic [31:0] PcPlus4E           
);
always_ff @(posedge clk or posedge rst) begin
    if (rst) begin
        RegWriteE   <= 1'b0;
        ResultSrcE  <= 2'b00;
        MemWriteE   <= 3'b000;
        MemReadE    <= 3'b000;
        JumpE       <= 1'b0;
        BranchE     <= 1'b0;
        AluControlE <= 5'b00000;
        mux2E       <= 1'b0;
        mux3E       <= 1'b0;
        mux4E       <= 1'b0;
        RD1E        <= 32'b0;
        RD2E        <= 32'b0;
        PCE         <= 32'b0;
        RS1E        <= 5'b0;
        RS2E        <= 5'b0;
        RdE         <= 5'b0;
        ExTimmE     <= 32'b0;
        PcPlus4E    <= 32'b0;
    end 
    else if (FlushE) begin
        RegWriteE   <= 1'b0;
        ResultSrcE  <= 2'b00;
        MemWriteE   <= 3'b000;
        MemReadE    <= 3'b000;
        JumpE       <= 1'b0;
        BranchE     <= 1'b0;
        AluControlE <= 5'b00000;
        mux2E       <= 1'b0;
        mux3E       <= 1'b0;
        mux4E       <= 1'b0;
        RD1E        <= 32'b0;
        RD2E        <= 32'b0;
        PCE         <= 32'b0;
        RS1E        <= 5'b0;
        RS2E        <= 5'b0;
        RdE         <= 5'b0;
        ExTimmE     <= 32'b0;
        PcPlus4E    <= 32'b0;
    end 
    else begin
        RegWriteE   <= RegWriteD;
        ResultSrcE  <= ResultSrcD;
        MemWriteE   <= MemWriteD;
        MemReadE    <= MemReadD;
        JumpE       <= JumpD;
        BranchE     <= BranchD;
        AluControlE <= AluControlD;
        mux2E       <= mux2D;
        mux3E       <= mux3D;
        mux4E       <= mux4D;
        RD1E        <= RD1D;
        RD2E        <= RD2D;
        PCE         <= PCD;
        RS1E        <= RS1D;
        RS2E        <= RS2D;
        RdE         <= RdD;
        ExTimmE     <= ExTimmD;
        PcPlus4E    <= PcPlus4D;      
    end
end
endmodule
```
==> notes.md <==
The flow ran to the end, but the final reports show violations. The final reports fail on setup timing. The tools report the highest ir drop seen on vdd as 1.152 mV.

Grouping stages by cell kind, the critical path spends the most delay in flip-flops. Clock-pin slew was measured on the worst setup and hold paths at 0.07 ns. Data arrives at the worst endpoint at 1.07 ns. Per STA, the worst path is made up of buf_2.

For reference, XOR and XNOR gates occupy 0% of the area reported after synthesis. The largest net degree at the start of global routing is 35, and the number of endpoints failing setup at the final stage is 194. Per the TritonCTS log, the buffer count is 17. The post-synthesis area per instance came out at 15.06 um^2. The most common logic cell in the final layout is clkdlybuf4s50_1. The logs give 2 for the buffer levels on the longest clock path and 1,378 for the non-filler instance count after layout.

The count of cell types in the netlist came out at 5. Warnings raised by the tools during the run amount to 28. The horizontal extent of the die came out at 222 um. The clock tree has to reach 194 sinks. Summed over all cells, the static leakage comes to 5.148 nW.

The fraction of the mapped netlist area in simple logic gates is 19.66%, and the area of the synthesized netlist per yosys stat is 0.006173 mm^2. The logs give 0.01073 mm^2 for the summed area of non-filler cells in the final layout and 11.1% for the combinational power share. The final routed wire length divided by cell count was 16.73 um. For the worst setup path, the data required time is 0.80 ns.

Looking at the hold checks, the worst path lands on RD2E[24]. Switching component of the power: 0.003862 W. In the Yosys report, the sequential cells make up 78.64% of the chip area.

Yosys reports the multiplexer fraction of the synthesized area as 0%. Routed signal wires occupy layers up through met5. The area fraction of the largest cell type after synthesis is 78.64%. The largest single stage delay on the critical path is 0.48 ns. For this configuration, the core starts out at a cell density of 15.43%.

The number of buffer and inverter stages on the critical path is 1. The synthesis report lists the most area-consuming cells as dfrtp_1, nor2b_1, buf_2. The ratio of final minimum period to clock period came out at 127.3%. For this run, the detailed router's first-pass iteration total came to 4.

The worst setup path is launched from a flop. By instance count after routing, the leading logic cell types are clkdlybuf4s50_1, nor2b_1, buf_2. Looking at the setup timing report, the critical path kind is flop to output pin.

After floorplanning, the core was sized to cover 0.04001 mm^2. Top-level port count: 391. The routed design shows a via density per instance of 3.207. The layout cell share with drive strength beyond 1 came out at 31.92%.

The critical-path cell with the highest stage delay is dfrtp_2. Final wirelength: 23,050 um. Number of global-route vias before repair: 4,910. The proportion of power drawn by the clock network was 40.4%. The first-pass GRT wire length is 33,900 um, and the placed instance area is 0.01110 mm^2. The worst setup margin came out at -0.2734 ns.

The most area-hungry cell type in the Yosys netlist was dfrtp_1. Path type of the worst min-delay path: primary input to flop. In the global route stage, overall resource usage came out at 9.238%. The logs give 4 for the H-tree level count and 0.006173 mm^2 for the mapped cell area. With the net switching fraction of the power at 22.48%, the number of standard cells after synthesis is 410.

Summing over every cut layer, the via total after detailed routing is 4,419. Counting flops and latches in the post-synthesis netlist gives 194. The run gives 78.02% as the headroom to the max-slew limit.

With the warning count from the yosys run at 1, the setup TNS after final layout is -23.97 ns. The final weighted congestion of routability-driven global placement is 0.7978. The number of standard-cell rows in the floorplan is 73. Static timing analysis puts the maximum clock frequency at 785.3 MHz. With the number of nets with antenna violations after routing at 0, the final global-route overflow total is 0.

After detailed routing, the number of remaining DRC violations is 0. STA classifies the critical path endpoint as an output pin. The wire-length estimate of the detail-placed layout is 18,840 um. Hold-check failures listed in the final report amount to 0. The count of pins over their slew limit is 0. The tools report the cell at the root of the clock tree as clkbuf_16.

Internal power comes to 0.01332 W. The logs give 155 for the DRC marker count from the first detailed-route iteration and 0 for the max-capacitance violation count. The run gives 48.5% as the share of power burned in registers.

The compound-gate portion of the synthesized area was 0%. TritonCTS built the clock tree. Setup repair after global routing could not meet its margin everywhere. Worst-path maximum fanout: 1.

The buffer_ports step reported a buffer count of 390. The adder-cell share of the synthesized area came out at 0%. For the sum of routed wire segments on met1, the log shows 9563 um. The area growth from synthesis to layout is 73.77%.

The post-layout minimum cycle time is 1.273 ns. The number of placed instances, taps included, is 1,345. Summed over all nets, wire length on met2 after detailed routing comes to 11,000 um. The y dimension of the die works out to 222 um.

Per the OpenROAD floorplan log, the area of the die is 0.04928 mm^2. The run gives 3 as the number of antenna violations at the first check in global routing. The report gives the cell count of the worst hold path as 3.

The run gives 0.3297 ns for the transition time at the pin with the least slew margin. Per the hold report, the tightest min-delay path originates at FlushE. Total power normalized to cell area comes to 1602 mW/mm^2. The detailed router reports a met3 wire length of 2089 um.

Largest family of logic cells by area: simple AND/OR/NAND/NOR gates. In the Yosys report the total cell count is 410.
-- cells in the mapped netlist --
| cell type | count |
|---|---|
| buf_2 | 18 |
| clkbuf_1 | 3 |
| dfrtp_1 | 194 |
| inv_1 | 1 |
| nor2b_1 | 194 |
-- logic make-up (layout without fill, tap and decap cells) --
group | Yosys count | after routing
other | 0 | 1
buffers and inverters | 22 | 464
flip-flops | 194 | 194
AND/OR/NAND/NOR | 194 | 194
-- metal layers --
layer / track usage [%] / vias to the layer above
li1: - / 2089
met1: 11.70 / 2103
met2: 14.63 / 208
met3: 4.052 / 17
met4: 1.531 / 2
met5: 0 / -
-- power groups by stage --
stage         registers [W]  clock network [W]  logic, W
finish              0.00834            0.00694   0.00190
global route        0.00838            0.00752   0.00211
CTS                 0.00835            0.00723   0.00198
-- worst max-delay path by stage --
stage                 slack [ns]            to  depth (start not counted)          from
after CTS                  -0.33  PcPlus4E[29]                          1  PcPlus4E[29]
after global routing       -0.33  PcPlus4E[29]                          1  PcPlus4E[29]
final                      -0.27    ExTimmE[3]                          1    ExTimmE[3]
-- through the flow --
step / hold slack (ns) / power, W / util [%] / worst slack [ns]
2_1_floorplan: 0.3377 / 0.008868 / - / -1.704
3_3_place_gp: 0.5608 / 0.01085 / 27.74 / -0.2699
3_5_place_dp: 0.5651 / 0.01087 / 27.74 / -0.2520
4_1_cts: 0.05807 / 0.01756 / 26.81 / -0.3290
5_1_grt: 0.07287 / 0.01801 / 26.82 / -0.3338
6_report: 0.09146 / 0.01718 / 26.82 / -0.2734
-- layout make-up --
type                       count  area (um^2)
timing repair buffer         431         3392
inverter                       1        7.507
clock inverter                12        147.6
fill                        4211        29280
multi-input combinational    194         1214
tap                          525        656.9
sequential                   194         4861
antenna                        1        2.502
clock buffer                  20        446.7
-- registers in the layout, indices dropped and copies added (netlist names), 2 cells and up --
register     flops
RD2E            32
ExTimmE         32
ResultSrcE       2
AluControlE      5
MemReadE         3
MemWriteE        3
PcPlus4E        32
PCE             32
RD1E            32
RS1E             5
RdE              5
RS2E             5
-- timing repair --
| action | 4_1_cts | 5_1_grt |
|---|---|---|
| hold buffers | 0 | 0 |
| endpoints found under the setup margin | 194 | 194 |
| resized | 654 | 0 |
| setup buffers | 0 | 0 |
Power is estimated from default activity; no workload was simulated.
