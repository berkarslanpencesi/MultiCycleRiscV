==> flow/design.v <==
`timescale 1ns / 1ps
module ID (
    input  logic [31:0] instrD,            
    input  logic [31:0] ResultW,           
    input  logic        RegWriteW,         
    input  logic        clk,               
    input  logic        rst,               
    input  logic [4:0]  RdW,               
    output logic [31:0] RD1D,              
    output logic [31:0] RD2D,              
    output logic [31:0] ExtimmD,           
    output logic        RegWriteD,         
    output logic [1:0]  ResultSrcD,        
    output logic [2:0]  MemWriteD,         
    output logic [2:0]  MemReadD,          
    output logic        JumpD,             
    output logic        BranchD,           
    output logic [4:0]  AluControlD,       
    output logic        mux2D,             
    output logic        mux3D,             
    output logic        mux4D,             
    output logic [4:0]  RS1D,              
    output logic [4:0]  RS2D,              
    output logic [4:0]  RdD                
);
    logic [4:0] AA, BA;                    
    assign AA = instrD[19:15];            
    assign BA = instrD[24:20];            
    assign RS1D = instrD[19:15];          
    assign RS2D = instrD[24:20];          
    assign RdD = instrD[11:7];            
    register REG_inst (
        .clk(clk),
        .rst(rst),
        .rd_addr0(AA),
        .wr_addr0(RdW),
        .rd_addr1(BA), 
        .wr_din0(ResultW),
        .we0(RegWriteW),
        .rd_dout0(RD1D),
        .rd_dout1(RD2D)
    );
    imm_decoder imminstr (
        .instr(instrD),
        .ExtimmD(ExtimmD)
    );
    Control Controlinstr (
        .instr(instrD),
        .RegWriteD(RegWriteD),
        .ResultSrcD(ResultSrcD),
        .MemWriteD(MemWriteD),
        .MemReadD(MemReadD),    
        .JumpD(JumpD),
        .BranchD(BranchD),
        .AluControl(AluControlD),
        .mux2D(mux2D),
        .mux3D(mux3D),
        .mux4D(mux4D)
    );
endmodule
`timescale 1ns / 1ps
module Control (
    input  logic [31:0] instr,
    output logic RegWriteD,
    output logic [1:0] ResultSrcD,   
    output logic [2:0] MemWriteD,
    output logic [2:0] MemReadD,
    output logic JumpD,
    output logic BranchD,
    output logic [4:0] AluControl,
    output logic mux2D,
    output logic mux3D,
    output logic mux4D
);
    logic [3:0] AluControlD;
    logic [2:0] funct3;
    logic [11:0] imm;
    logic [6:0] opcode;
    logic newcontrol;
    assign AluControl = {newcontrol, AluControlD};
    assign opcode = instr[6:0];
    assign funct3 = instr[14:12];
    assign imm = instr[31:20];
    always_comb begin
    end
        always_comb begin
        RegWriteD = 0;
        ResultSrcD = 2'b00;
        MemWriteD = 3'b000;
        MemReadD = 3'b000;
        JumpD = 0;
        BranchD = 0;
        mux2D = 0;
        mux3D = 0;
        mux4D = 0;
        AluControlD = 4'b1111;
        newcontrol =  (funct3==3'b001)&&(opcode==7'b0010011)&&(instr[31:25]!=7'b0); 
            unique case(opcode)
                7'b0000011: begin   
                    RegWriteD   = 1;
                    ResultSrcD  = 2'b01;
                    MemWriteD   = 3'b000;
                    MemReadD    = 3'b000;
                    JumpD       = 0;
                    BranchD     = 0;
                    mux2D       = 0;
                    mux3D       = 1;
                    mux4D       = 0;
                    unique case(funct3)
                        3'b000: {AluControlD, MemReadD} = {4'b0011, 3'b011};   
                        3'b001: {AluControlD, MemReadD} = {4'b0011, 3'b100};   
                        3'b010: {AluControlD, MemReadD} = {4'b0011, 3'b101};   
                        3'b100: {AluControlD, MemReadD} = {4'b0011, 3'b001};   
                        3'b101: {AluControlD, MemReadD} = {4'b0011, 3'b010};   
                        default: {AluControlD, MemReadD} = {4'bxxxx, 3'bxxx};
                    endcase
                end
                7'b0010011: begin   
                    RegWriteD   = 1;
                    ResultSrcD  = 2'b00;
                    MemWriteD   = 3'b000;
                    MemReadD    = 3'b000;
                    JumpD       = 0;
                    BranchD     = 0;
                    mux2D       = 0;
                    mux3D       = 1;
                    mux4D       = 0;
                    unique case(funct3)
                        3'b000: AluControlD = 4'b0011;   
                        3'b001: begin 
                                unique casez (imm[11:5])
                                    7'b0000000: AluControlD = 4'b1101;  
                                    7'b0110000: begin
                                        unique case (imm[4:0])
                                            5'b00000: AluControlD = 4'b0000;  
                                            5'b00001: AluControlD = 4'b0001;  
                                            5'b00010: AluControlD = 4'b0010;  
                                            default: AluControlD = 4'b0000;  
                                        endcase
                                    end
                                    default: AluControlD = 4'b0000;  
                                endcase
                            end
                        3'b010: AluControlD = 4'b0101;   
                        3'b011: AluControlD = 4'b0110;   
                        3'b100: AluControlD = 4'b0010;   
                        3'b110: AluControlD = 4'b0001;   
                        3'b111: AluControlD = 4'b0000;   
                        3'b101: AluControlD = instr[30] ? 4'b1100 : 4'b1011;   
                        default: AluControlD = 4'bxxxx;
                    endcase
                end
                7'b0100011: begin   
                    RegWriteD   = 0;
                    ResultSrcD  = 2'bxx;
                    MemWriteD   = 3'b000;
                    MemReadD    = 3'b000;
                    JumpD       = 0;
                    BranchD     = 0;
                    mux2D       = 0;
                    mux3D       = 1;
                    mux4D       = 0;
                    unique case(funct3)
                        3'b000: {AluControlD, MemWriteD} = {4'b0011, 3'b001};   
                        3'b001: {AluControlD, MemWriteD} = {4'b0011, 3'b010};   
                        3'b010: {AluControlD, MemWriteD} = {4'b0011, 3'b100};   
                        default: {AluControlD, MemWriteD} = {4'bxxxx, 3'bxxx};
                    endcase
                end
                7'b0110011: begin   
                    RegWriteD   = 1;
                    ResultSrcD  = 2'b00;
                    MemWriteD   = 3'b000;
                    MemReadD    = 3'b000;
                    JumpD       = 0;
                    BranchD     = 0;
                    mux2D       = 0;
                    mux3D       = 0;
                    mux4D       = 0;
                    unique case(funct3)
                        3'b000: AluControlD = instr[30] ? 4'b0100 : 4'b0011;   
                        3'b001: AluControlD = 4'b1101;   
                        3'b010: AluControlD = 4'b0101;   
                        3'b011: AluControlD = 4'b0110;   
                        3'b100: AluControlD = 4'b0010;   
                        3'b101: AluControlD = instr[30] ? 4'b1100 : 4'b1011;   
                        3'b110: AluControlD = 4'b0001;   
                        3'b111: AluControlD = 4'b0000;   
                        default: AluControlD = 4'bxxxx;
                    endcase
                end
                7'b0110111: begin   
                    RegWriteD   = 1;
                    ResultSrcD  = 2'b00;
                    MemWriteD   = 3'b000;
                    MemReadD    = 3'b000;
                    JumpD       = 0;
                    BranchD     = 0;
                    mux2D       = 0;
                    mux3D       = 1;
                    mux4D       = 0;
                    AluControlD = 4'b1111;
                end
                7'b0010111: begin   
                    RegWriteD   = 1;
                    ResultSrcD  = 2'b00;
                    MemWriteD   = 3'b000;
                    MemReadD    = 3'b000;
                    JumpD       = 0;
                    BranchD     = 0;
                    mux2D       = 1;
                    mux3D       = 1;
                    mux4D       = 0;
                    AluControlD = 4'b0011;
                end
                7'b1100011: begin   
                    RegWriteD   = 0;
                    ResultSrcD  = 2'b00;
                    MemWriteD   = 3'b000;
                    MemReadD    = 3'b000;
                    JumpD       = 0;
                    BranchD     = 1;
                    mux2D       = 0;
                    mux3D       = 0;
                    mux4D       = 0;
                    unique case(funct3)
                        3'b000: AluControlD = 4'b1001;   
                        3'b001: AluControlD = 4'b1010;   
                        3'b100: AluControlD = 4'b0101;   
                        3'b101: AluControlD = 4'b1000;   
                        3'b110: AluControlD = 4'b0110;   
                        3'b111: AluControlD = 4'b0111;   
                        default: AluControlD = 4'bxxxx;
                    endcase
                end
                7'b1101111: begin   
                    RegWriteD   = 1;
                    ResultSrcD  = 2'b10;
                    MemWriteD   = 3'b000;
                    MemReadD    = 3'b000;
                    JumpD       = 1;
                    BranchD     = 0;
                    mux2D       = 0;
                    mux3D       = 0;
                    mux4D       = 0;
                    AluControlD = 4'b1110;
                end
                7'b1100111: begin   
                    RegWriteD   = 1;
                    ResultSrcD  = 2'b01;
                    MemWriteD   = 3'b000;
                    MemReadD    = 3'b000;
                    JumpD       = 1;
                    BranchD     = 0;
                    mux2D       = 1;
                    mux3D       = 0;
                    mux4D       = 1;
                    AluControlD = 4'b1110;
                end
                default: begin
                    RegWriteD   = 0;
                    ResultSrcD  = 2'b00;
                    MemWriteD   = 3'b000;
                    MemReadD    = 3'b000;
                    JumpD       = 0;
                    BranchD     = 0;
                    mux2D       = 0;
                    mux3D       = 0;
                    mux4D       = 0;
                    AluControlD = 4'b1111;
                end
            endcase
        end
    endmodule
module imm_decoder(
    input  logic [31:0] instr, 
    output logic [31:0] ExtimmD
);
    logic [6:0] opcode;
    assign opcode = instr[6:0];
    always_comb begin
        case(opcode)
            7'b0010011: ExtimmD = {{20{instr[31]}}, instr[31:20]};  
            7'b0000011: ExtimmD = {{20{instr[31]}}, instr[31:20]};  
            7'b1100111: ExtimmD = {{20{instr[31]}}, instr[31:20]};  
            7'b0100011: ExtimmD = {{20{instr[31]}}, instr[31:25], instr[11:7]};  
            7'b1100011: ExtimmD = {{20{instr[31]}}, instr[7], instr[30:25], instr[11:8], 1'b0};  
            7'b1101111: ExtimmD = {{12{instr[31]}}, instr[19:12], instr[20], instr[30:21], 1'b0};
            7'b0110111: ExtimmD = {instr[31:12], 12'b0};  
            7'b0010111: ExtimmD = {instr[31:12], 12'b0};  
            default: ExtimmD = 32'b0;
        endcase
    end
endmodule
module register (
    input logic clk, rst,
    input logic [4:0] rd_addr0, wr_addr0, rd_addr1,
    input logic [31:0] wr_din0,
    input logic we0,
    output logic [31:0] rd_dout0, rd_dout1
);
    logic [31:0] mem [0:31];
    always_ff @(negedge clk or posedge rst) begin
        if (rst) begin
            for (int i = 0; i < 32; i++) mem[i] <= 32'b0;
        end else if (we0 && wr_addr0 != 5'h0) begin
            mem[wr_addr0] <= wr_din0;   
        end
    end
       assign rd_dout0 = (rd_addr0 == 5'h0) ? 32'b0 : mem[rd_addr0];
       assign rd_dout1 = (rd_addr1 == 5'h0) ? 32'b0 : mem[rd_addr1];
endmodule
==> flow/run.sh <==
#!/bin/bash
# OpenROAD 26Q1-2900-gdf79404cd8, Yosys 0.63+post, stock flow scripts
make -C /OpenROAD-flow-scripts/flow DESIGN_CONFIG=/design/flow/config.mk WORK_HOME=/design/flow/orfs finish
==> flow/config.mk <==
export PLATFORM = sky130hd
export DESIGN_NAME = ID
export DESIGN_NICKNAME = ID
export VERILOG_FILES = /design/flow/design.v
export SDC_FILE = /design/flow/constraint.sdc
export NUM_CORES = 4
export LEC_CHECK = 1
export CORE_UTILIZATION = 50
==> flow/constraint.sdc <==
current_design ID

set clk_period 10.3
set clk_io_pct 0.2

create_clock -name clk0 -period $clk_period [get_ports {clk}]

set non_clock_inputs [all_inputs -no_clocks]
set_input_delay [expr $clk_period * $clk_io_pct] -clock clk0 $non_clock_inputs
set_output_delay [expr $clk_period * $clk_io_pct] -clock clk0 [all_outputs]
==> reports/qor.csv <==
metric;value;unit
run_status;complete, no violations;
ctsHtreeMaxLevel;3;
final-hold-violation-count;0;
die_area;106000;um2
clock_sinks;992;
antenna_violating_nets_post_route;0;
top_post_synthesis_cells_by_count;sky130_fd_sc_hd__mux2_2 (1022), sky130_fd_sc_hd__dfrtn_1 (992), sky130_fd_sc_hd__a22oi_1 (603);
route.vias.total;48090;
tritoncts;yes;
grt_max_degree;111;
synth_async_sr_flop_share;100.0;%
worst_hold_path_startpoint;REG_inst.mem[16][21];
finalWirelength;291700;um
yosys_top_cell_by_instances;sky130_fd_sc_hd__mux2_2;
timing.max_cap.violations;0;
worst_ep_required_time;8240;ps
registers.top_by_ff_count;REG_inst.mem;
synth.yosys.num_cells;4500;
critPathMaxFanout;3;
synth_area;52330;um2
arrival_time_of_the_worst_setup_path;8230;ps
timing.critical_path.from_type;flop;
num_io_pins;202;
cts_inserted_buffers;110;
reg2reg_setup_slack;9310;ps
flow.area_growth_from_synthesis;16.10;%
grt_antenna_before_repair;29;
reg2regPathDepth;1;
post-cts-setup-buffer-count;0;
endpoint_kind;output port;
post_synth_main_area_contributors;sky130_fd_sc_hd__dfrtn_1 (47%), sky130_fd_sc_hd__mux2_2 (22%), sky130_fd_sc_hd__a22oi_1 (8.7%);
top_regs;REG_inst.mem (992);
global_route.usage.met2;71.45;%
final-max-slew-violation-count;0;
ir_worst_vdd;172.1;uV
die-height;325.5;um
drive_above_1_share;34.74;%
n_fill_cell;8594;
yosys_warnings;4;
global_route.usage.met3;41.95;%
synth_area_per_cell;11.63;um2
log.warning_count;34;
hold-worst-slack;458.0;ps
finalSetupTns;0;ps
synth_top_cell_by_area;sky130_fd_sc_hd__dfrtn_1;
final_util;58.62;%
reg2reg_from;REG_inst.mem[20][24];
worst_skew_pair.late_latency;680;ps
dr.pass1.iters;10;
synthCells;4500;
yosys.area.top_type_share;47.44;%
maxSlewHeadroom;23.34;%
gr-usage-met1;69.64;%
timing.final.setup_violations;0;
drc;0;
postSynthSeqShare;47.44;%
grtUsageTotal;57.73;%
yosysUniqueCellTypes;90;
path_clk_slew;40;ps
ys.flop_type;sky130_fd_sc_hd__dfrtn_1;
peak_usage_layer_in_the_global_routing_report;met2;
setup.worst_path.end;RD2D[28];
critical_path.startpoint;REG_inst.mem[7][28];
timing.rr.end;REG_inst.mem[20][24];
path_class;flop to output port;
io_buffers;201;
viasPerCell;7.839;
routabilityCongestion;1.064;
placement_rows;118;
clock_buffer_depth;3;
dr.first_iter.drc_count;6284;
die_width;325.5;um
flip_flop_count_of_the_largest_register_all_copies_and_words_added;992;
cts-root-buf;sky130_fd_sc_hd__clkbuf_16;
power_density;190.7;nW/um2
hp-class;flop to flop;
fp-utilization;50.49;%
grt.overflow.total;0;
p_leak;26.30;nW
coreArea;103600;um2
grt_pass1_wl;394000;um
synth-area-yosys;52330;um2
flops_out_of_synthesis;992;
worstMarginPinSlew;1147;ps
wl_per_cell;47.55;um
synth-edff-count;0;
fin_skew;0;ps
rsz0062_at_grt;no;
placed_wire_length_estimate_after_detailed_placement;173100;um
first_global_vias;46480;
[cells in the final DEF (no fill, tap or decap), types with 46 or more instances in the layout]
master / synthesis / layout
sky130_fd_sc_hd__and3_1: 49 / 46
sky130_fd_sc_hd__a22oi_1: 603 / 603
sky130_fd_sc_hd__mux2_2: 1022 / 1022
sky130_fd_sc_hd__nor2_4: 18 / 64
sky130_fd_sc_hd__clkbuf_16: 0 / 114
sky130_fd_sc_hd__a31oi_1: 51 / 51
sky130_fd_sc_hd__nand2_1: 206 / 194
sky130_fd_sc_hd__nand4_1: 75 / 75
sky130_fd_sc_hd__nand3_1: 50 / 46
sky130_fd_sc_hd__a21oi_1: 157 / 156
sky130_fd_sc_hd__a22o_1: 61 / 61
sky130_fd_sc_hd__clkdlybuf4s50_1: 0 / 191
sky130_fd_sc_hd__buf_12: 1 / 48
sky130_fd_sc_hd__dfrtn_1: 992 / 992
sky130_fd_sc_hd__mux2i_1: 76 / 76
sky130_fd_sc_hd__nor2_1: 95 / 71
sky130_fd_sc_hd__nor3_1: 76 / 75
sky130_fd_sc_hd__o21ai_0: 51 / 51
sky130_fd_sc_hd__buf_4: 54 / 226
[worst min-delay path by stage]
stage	to	slack, ps	cells after the start
finish	REG_inst.mem[16][21]	460	1
CTS	REG_inst.mem[16][21]	460	1
global route	REG_inst.mem[28][28]	480	1
[cell families (layout without fill, tap and decap cells)]
kind of cell / Yosys count / after routing / synth area share (%)
AND-OR/OR-AND: 1161 / 1161 / 16.21
adder cells (fa/ha/maj): 1 / 1 / 0.01913
buffers and inverters: 468 / 689 / 4.404
flip-flops: 992 / 992 / 47.44
multiplexers: 1109 / 1109 / 23.73
other: 0 / 34 / 0
AND/OR/NAND/NOR: 769 / 769 / 8.201
[metal layers]
layer / part of all wire [%] / routed length [um]
met1: 33 / 96360
met2: 38 / 111800
met3: 19 / 54600
met4: 9.6 / 28140
met5: 0.29 / 838
[per-stage QoR]
stage / cell area, um2 / std cells / setup WS [ps] / power (mW)
after floorplan: 52330 / 4500 / -10200 / 6.395
after global placement: 56790 / 5896 / 538.3 / 7.217
after detailed placement: 56790 / 5896 / 525.2 / 7.252
after CTS: 60650 / 6101 / 33.31 / 11.48
after global routing: 60680 / 6104 / 3.016 / 11.87
final: 60750 / 6135 / 10.54 / 11.59
[worst max-delay path, cell delays in order (launching register included)]
cell and delay (ps):
sky130_fd_sc_hd__dfrtn_1 350, sky130_fd_sc_hd__a22oi_1 240, sky130_fd_sc_hd__nand2_1 100, sky130_fd_sc_hd__a2111oi_0 790, sky130_fd_sc_hd__a31oi_1 400, sky130_fd_sc_hd__clkdlybuf4s50_1 520
[where the power goes]
part           switching [mW]  internal (mW)
clock network            1.78           2.50
registers               0.702           4.73
logic                   0.941          0.937
[area by class of cell]
class                           count  area, um2  area share, %
Multi-Input combinational cell   3040      25600          42.14
Sequential cell                   992      24820          40.86
Tap cell                         1380       1727          2.842
Clock buffer                      145       3159          5.200
Antenna cell                       34      85.08         0.1400
Timing Repair Buffer              469       4602          7.575
Inverter                           15      60.06        0.09885
Clock inverter                     60      694.4          1.143
[what timing repair did]
action	in CTS	in global routing
resized	0	4
setup endpoints to repair	0	3
hold buffers	0	0
Power figures rest on the tool's default switching activity, not on a simulated workload.
